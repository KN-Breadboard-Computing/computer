==> /design/flow/design.v <==
module counter #(parameter width = 8) (
  input wire clk,
  input wire write,
  input wire reset,
  input wire countdown,
  input wire [width-1:0] in,
  output reg [width-1:0] out
);
  initial
    out = 0;
  always @(posedge clk) begin
    if (reset)
        out <= 0;
    else if (write)
        out <= in;
    else if (countdown)
        out <= out - 1;
    else
        out <= out + 1;
  end
endmodule
==> /design/flow/run.sh <==
#!/bin/bash
# OpenROAD 26Q1-2900-gdf79404cd8, Yosys 0.63+post, stock flow scripts
make -C /OpenROAD-flow-scripts/flow DESIGN_CONFIG=/design/flow/config.mk WORK_HOME=/design/flow/orfs finish
==> /design/flow/config.mk <==
export PLATFORM = sky130hd
export DESIGN_NAME = counter
export DESIGN_NICKNAME = counter
export VERILOG_FILES = /design/flow/design.v
export SDC_FILE = /design/flow/constraint.sdc
export NUM_CORES = 4
export LEC_CHECK = 1
export CORE_AREA = 10 10 79 79
export DIE_AREA = 0 0 89 89
==> /design/flow/constraint.sdc <==
current_design counter

set clk_period 2.4
set clk_io_pct 0.2

create_clock -name clk0 -period $clk_period [get_ports {clk}]

set non_clock_inputs [all_inputs -no_clocks]
set_input_delay [expr $clk_period * $clk_io_pct] -clock clk0 $non_clock_inputs
set_output_delay [expr $clk_period * $clk_io_pct] -clock clk0 [all_outputs]
==> results.txt <==
Outcome: complete, no violations
Num CTS Buffers: 3
Required time worst endpoint: 2.54 ns
Max-Cap Viols: 0
Worst-path clk slew: 0.05 ns
Final slew viol count: 0
Port Buffers: 19
Routability cong.: 0.799
Ao+oa area frac: 30.3%
CP Launch Type: input port
Fillers: 501
Chip Width: 89 µm
Clock root buffer: clkbuf_8
Fp_density: 14.3%
Net Sw Frac: 31.1%
P_int: 0.000373 W
Setup TNS: 0 ns
Synth Area in Adders: 14.2%
Cell Count, Final, Fillers Out: 156
Yosys reg bits: 8
Slew HR: 72.1%
Pwr Density: 543 nW/µm²
Clock sinks: 8
Area delta synth->final: 49.4%
First-pass GRT wire length: 3100 µm
Final setup violation count: 0
Clock skew: 0.00699 ns
Hold crit path type: flop to flop
Critical path capture point type: flop
Ports: 20
Top-area cell share: 24.0%
Area leader, netlist: dfxtp_1
Largest logic family: AND-OR/OR-AND gates
Clock power share: 31.6%
Antenna Diode Count: 0
Top reg by flops: out
Critical path startpoint: countdown
Max Clk Rate: 0.472 GHz
DRC: 0
Max reg flops: 8
CTS Hold Buffers Added: 0
Synthesized cell area: 668 µm²
Sequential fraction of the synthesis area: 24.0%
Flop pwr share: 29.4%
Rows: 25
Largest net degree at the start of global routing: 12
Via density: 4.17
Biggest regs: out: 8 flops
Yosys chip area: 668 µm²
Worst-margin pin slew: 0.418 ns
Ys cells: 76
Synth unique cells: 34
Yosys xor share: 2.62%
Core Footprint: 4660 µm²
WP data arrival: 2.26 ns
Mux area share: 0%
P_sw: 0.000169 W
Syn_area_per_cell: 8.79 µm²
Hpwl dp: 1540 µm
Critical Path End: out[4]$_SDFF_PP0_
Reg2Reg Launch Point: out[0]$_SDFF_PP0_
H-tree depth: 1
Combinational fraction of design power: 39.1%
Post-Synthesis Cells: 76
Vias: 650
GR Util All Layers: 4.81%
Post-layout minimum cycle time: 2.12 ns
Synthesis Warnings: 1
Die area: 7920 µm²
Late-Pin Clk Latency: 0.23 ns
Worst reg2reg path endpoint: out[4]$_SDFF_PP0_
RSZ-0062 raised after global routing: false
CP Max Fanout: 5
Synth area leaders: dfxtp_1 24%, ha_1 11%, a2111oi_4 4.1%
Total grt overflow: 0
Tool warnings: 25
Detailed router's first-iteration violation count: 40
Simple share: 22.8%
Final Hold Viols: 0
Crit path kind: input port to flop
Die Height: 89 µm
Share of layout cells above drive strength 1: 14.7%
R2R depth: 6
Design Area, Final: 998 µm²
WL final: 1920 µm
DRT antenna net count: 0
Worst R2R Setup Slack: 0.74 ns
CTS tree: done
Initial antenna violation count: 0
Drt first pass iters: 4
DP Cell Count: 153
Post-CTS Setup Repair Bufs: 0
WL/cell: 12.3 µm
Maximum root-to-sink buffer count: 2
Final period utilization: 88.3%
CTS resizes: 0
Number of global-route vias before repair: 683
Post-DP Area: 957 µm²
Pleak: 0.398 nW
Peak supply drop: 141 µV
power by group through the flow:
stage	Clock (W)	Combinational, W	Sequential [W]
4_1_cts	0.000171	0.000214	0.000160
6_report	0.000171	0.000212	0.000159
5_1_grt	0.000177	0.000237	0.000162
metrics by stage:
| step | power [W] | utilization (%) | worst slack (ns) | hold WS (ns) |
|---|---|---|---|---|
| floorplan | 0.000284 | - | 0.726 | 0.569 |
| detailed placement | 0.000373 | 20.5 | 0.0381 | 0.620 |
| CTS | 0.000545 | 21.4 | 0.270 | 0.632 |
| global placement | 0.000374 | 20.5 | 0.0732 | 0.605 |
| finish | 0.000542 | 21.4 | 0.282 | 0.626 |
| global route | 0.000576 | 21.4 | 0.147 | 0.675 |
cells in the final DEF (no fill, tap or decap), types with 4 or more instances in the layout:
cell type         n
nand3_1           4
buf_4             7
nor3_1            5
nor2_1            7
a21oi_1           5
inv_1             5
clkdlybuf4s50_1  19
dfxtp_1           8
ha_1              6
cell usage after synthesis:
cell	number
dfxtp_1	8
nor2_1	7
ha_1	6
a21oi_1	5
inv_1	5
nor3_1	5
nand3_1	4
nand2_1	3
o21a_1	3
a31oi_1	2
and3_1	2
buf_2	2
nor4b_1	2
o211ai_1	2
a2111oi_4	1
a211o_1	1
a211oi_4	1
a21o_1	1
buf_6	1
fa_1	1
nand3b_1	1
nand4b_1	1
nor2b_1	1
nor3_2	1
o2111ai_1	1
o21ai_1	1
o21ai_2	1
o21bai_1	1
o311ai_1	1
o31a_1	1
o41ai_2	1
or4_1	1
xnor2_1	1
xor2_1	1
cell type report:
class | instances | area, µm² | share of cell area, %
Inverter | 5 | 18.8 | 1.88
Sequential cell | 8 | 160 | 16.0
Multi-Input combinational cell | 60 | 468 | 46.9
Tap cell | 54 | 67.6 | 6.77
Clock buffer | 3 | 41.3 | 4.14
Timing Repair Buffer | 26 | 243 | 24.3
critical path, cell delays in order:
cell	delay, ns
clkdlybuf4s50_1	0.59
inv_1	0.10
fa_1	0.46
nor2b_1	0.13
o21a_1	0.18
nor3_1	0.07
o41ai_2	0.26
cell families after synthesis:
logic type / Yosys count
and+or+nand+nor: 28
AOI/OAI and AO/OA: 23
buffers and inverters: 8
DFF: 8
adders and majority gates: 7
xor gates and xnor gates: 2
metal layers:
layer / GRT usage (%) / up-vias / wire, µm
li1: - / 340 / -
met4: 1.01 / 0 / 33
met1: 6.97 / 292 / 901
met3: 1.01 / 2 / 132
met2: 7.18 / 16 / 850
met5: 0 / - / 0
worst min path at each step:
stage / start / end / cells after the start
CTS: out[0]$_SDFF_PP0_ / out[0]$_SDFF_PP0_ / 3
global route: out[0]$_SDFF_PP0_ / out[0]$_SDFF_PP0_ / 3
finish: out[0]$_SDFF_PP0_ / out[0]$_SDFF_PP0_ / 3
Power figures rest on the tool's default switching activity, not on a simulated workload.
