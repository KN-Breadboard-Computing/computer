==> /design/flow/config.mk <==
export PLATFORM = sky130hd
export DESIGN_NAME = modcounter
export DESIGN_NICKNAME = modcounter
export VERILOG_FILES = /design/flow/design.v
export SDC_FILE = /design/flow/constraint.sdc
export NUM_CORES = 4
export LEC_CHECK = 1
export CORE_AREA = 10 10 70 70
export DIE_AREA = 0 0 80 80
==> /design/flow/constraint.sdc <==
current_design modcounter

set clk_period 1.7
set clk_io_pct 0.2

create_clock -name clk0 -period $clk_period [get_ports {clk}]

set non_clock_inputs [all_inputs -no_clocks]
set_input_delay [expr $clk_period * $clk_io_pct] -clock clk0 $non_clock_inputs
set_output_delay [expr $clk_period * $clk_io_pct] -clock clk0 [all_outputs]
==> /design/flow/design.v <==
module modcounter #(parameter rst_value = 0, parameter width = 9) (
    input wire clk,
    output wire overflow,
    output wire [width - 1 : 0] data_out
);
reg [width - 1 : 0] data;
wire rst;
always_ff @(posedge clk) begin
    if (rst) data <= 0;
    else data <= data + 1;
end
assign rst = (data == rst_value);
assign overflow = rst;
assign data_out = data;
endmodule
==> /design/flow/run.sh <==
#!/bin/bash
# OpenROAD 26Q1-2900-gdf79404cd8, Yosys 0.63+post, stock flow scripts
make -C /OpenROAD-flow-scripts/flow DESIGN_CONFIG=/design/flow/config.mk WORK_HOME=/design/flow/orfs finish
==> report_table.html <==
<h2>Implementation results</h2>
<table>
<tr><th>Metric</th><th>Value</th></tr>
<tr><th colspan="2">Global routing</th></tr>
<tr><td>Total global-route track usage</td><td>0.0314</td></tr>
<tr><td>Overall overflow remaining after global route</td><td>0</td></tr>
<tr><td>First-pass GRT wire length</td><td>1550 µm</td></tr>
<tr><td>Antenna violations before repair</td><td>0</td></tr>
<tr><td>Maximum number of pins on one net before global-route repair</td><td>7</td></tr>
<tr><td>Vias in the first global route</td><td>322</td></tr>
<tr><th colspan="2">Final timing</th></tr>
<tr><td>Post-route clock skew</td><td>0.968 ps</td></tr>
<tr><td>Peak clock frequency supported by timing</td><td>0.613 GHz</td></tr>
<tr><td>Worst relative slew slack</td><td>0.855</td></tr>
<tr><td>Final Max-Slew Violation Tally</td><td>0</td></tr>
<tr><td>Final setup violation count</td><td>0</td></tr>
<tr><td>Unrepaired setup endpoints after global routing</td><td>no</td></tr>
<tr><td>Time the final worst path needs with I/O delays and setup</td><td>1630 ps</td></tr>
<tr><td>Tightest Pin Transition</td><td>216 ps</td></tr>
<tr><td>Hold Violations, Final</td><td>0</td></tr>
<tr><td>Period utilisation layout</td><td>0.959</td></tr>
<tr><td>Aggregate negative setup slack</td><td>0 ps</td></tr>
<tr><th colspan="2">Route</th></tr>
<tr><td>Total routed wirelength</td><td>961 µm</td></tr>
<tr><td>Via count</td><td>344</td></tr>
<tr><td>Initial DRT Pass Iterations</td><td>4</td></tr>
<tr><td>Initial DRC count</td><td>10</td></tr>
<tr><td>Routed len/inst</td><td>9.07 µm</td></tr>
<tr><td>Post-DR vias/cell</td><td>3.25</td></tr>
<tr><td>Number of remaining DRC errors</td><td>0</td></tr>
<tr><td>Total inserted antenna cells</td><td>0</td></tr>
<tr><td>Antenna viol nets, final</td><td>0</td></tr>
<tr><th colspan="2">Final layout</th></tr>
<tr><td>Share of layout cells above drive strength 1</td><td>0.300</td></tr>
<tr><td>Registers with the highest flip-flop counts</td><td>data (9)</td></tr>
<tr><td>Max FFs per register</td><td>9</td></tr>
<tr><td>Layout overhead on the synthesized area</td><td>74.7%</td></tr>
<tr><td>Biggest register</td><td>data</td></tr>
<tr><td>Post-route non-filler standard cell count</td><td>106</td></tr>
<tr><td>Final cell area excluding filler cells</td><td>629 µm²</td></tr>
<tr><th colspan="2">Floorplan</th></tr>
<tr><td>Cell Rows</td><td>21</td></tr>
<tr><td>Die Footprint</td><td>6400 µm²</td></tr>
<tr><td>Die width</td><td>80 µm</td></tr>
<tr><td>Vertical die dimension</td><td>80 µm</td></tr>
<tr><td>Core box area</td><td>3420 µm²</td></tr>
<tr><td>Core utilization before placement</td><td>0.105</td></tr>
<tr><td>Top-Level Pins</td><td>11</td></tr>
<tr><th colspan="2">Clock network</th></tr>
<tr><td>Inserted Clock Buffers</td><td>3</td></tr>
<tr><td>Number of sinks on the clock net</td><td>9</td></tr>
<tr><td>Master cell of the clock root buffer</td><td>clkbuf_4</td></tr>
<tr><td>Clock latency on the worst-skew pair</td><td>260 ps</td></tr>
<tr><td>TritonCTS clock tree</td><td>done</td></tr>
<tr><td>Maximum buffer depth of the clock tree</td><td>2</td></tr>
<tr><td>H-tree depth reported by CTS</td><td>1</td></tr>
<tr><td>Clock transition at the registers of the reported paths</td><td>60 ps</td></tr>
<tr><th colspan="2">Setup path</th></tr>
<tr><td>Worst-case register-to-register setup slack</td><td>380 ps</td></tr>
<tr><td>Kind of launch point of the worst setup path</td><td>flip-flop</td></tr>
<tr><td>Cell at the slowest stage of the critical path</td><td>dfxtp_2</td></tr>
<tr><td>Worst flop-to-flop path startpoint</td><td>data[0]$_SDFF_PN0_</td></tr>
<tr><td>End of the worst register-to-register path</td><td>data[1]$_SDFF_PN0_</td></tr>
<tr><td>Arrival time of data at the critical path endpoint</td><td>1290 ps</td></tr>
<tr><td>CP Class</td><td>flip-flop to output port</td></tr>
<tr><td>Data required time at the worst endpoint</td><td>1360 ps</td></tr>
<tr><td>Critical-path cell list</td><td>nor4_2 -&gt; and4b_2 -&gt; clkdlybuf4s15_1</td></tr>
<tr><td>Largest fanout on the critical path</td><td>2</td></tr>
<tr><td>R2R depth</td><td>7</td></tr>
<tr><td>CP max stage delay</td><td>320 ps</td></tr>
<tr><td>Element type at the critical path end</td><td>output port</td></tr>
<tr><th colspan="2">Yosys</th></tr>
<tr><td>Total standard cell area after synthesis</td><td>360 µm²</td></tr>
<tr><td>Count of distinct cell types in the synthesized netlist</td><td>12</td></tr>
<tr><td>Post-synthesis average cell area</td><td>10.0 µm²</td></tr>
<tr><td>Registers, synthesis</td><td>9</td></tr>
<tr><td>Warning count from the yosys run</td><td>1</td></tr>
<tr><td>Yosys stat chip area</td><td>360 µm²</td></tr>
<tr><td>Synthesized instance count</td><td>36</td></tr>
<tr><td>Register share after synthesis</td><td>0.500</td></tr>
<tr><td>Cells in synth_stat.txt</td><td>36</td></tr>
<tr><th colspan="2">Place</th></tr>
<tr><td>Cell count after placement</td><td>100</td></tr>
<tr><td>Final GP Congestion</td><td>0.725</td></tr>
<tr><td>Port Buffer Count</td><td>10</td></tr>
<tr><td>Total half-perimeter wirelength after legalization and detailed placement</td><td>777 µm</td></tr>
<tr><td>DP Area</td><td>578 µm²</td></tr>
<tr><th colspan="2">Power and ir drop</th></tr>
<tr><td>Power density of the placed cells</td><td>585 nW/µm²</td></tr>
<tr><td>Pleak</td><td>0.247 nW</td></tr>
<tr><td>Peak ir drop on the vdd network</td><td>402 µV</td></tr>
<tr><th colspan="2">Hold path</th></tr>
<tr><td>Worst Hold Launch</td><td>data[8]$_SDFF_PN0_</td></tr>
<tr><td>Worst hold path endpoint</td><td>data[8]$_SDFF_PN0_</td></tr>
<tr><td>Tightest Hold Check Type</td><td>flip-flop to flip-flop</td></tr>
<tr><td>Number of cells on the worst hold path</td><td>1</td></tr>
<tr><th colspan="2">Run</th></tr>
<tr><td>Number of max-capacitance violations reported</td><td>0</td></tr>
<tr><td>Count of tool warnings</td><td>26</td></tr>
<tr><th colspan="2">Run status</th></tr>
<tr><td>Status</td><td>finished clean</td></tr>
</table>
-- cell usage after synthesis, drive strengths merged --
master,instances,area [µm²]
and3,1,6.26
nand3,5,25.0
and4b,1,11.3
nor2b,1,6.26
nand4,2,12.5
nor4,1,6.26
dfxtp,9,180
ha,2,25.0
xor2,2,17.5
inv,2,7.51
nor2,5,18.8
xnor2,5,43.8
-- metrics by stage --
step	setup WS, ps	utilization	hold slack (ps)	total power, mW
detailed placement	25.7	0.169	465	0.216
CTS	17.9	0.181	483	0.376
global route	8.87	0.184	504	0.392
finish	69.8	0.184	484	0.368
floorplan	518	-	424	0.216
global placement	84.8	0.169	464	0.216
-- power breakdown --
| group | total, mW | leakage [nW] | internal, mW | switching, mW |
|---|---|---|---|---|
| registers | 0.211 | 0.0735 | 0.211 | 0 |
| clock network | 0.157 | 0.0177 | 0.0864 | 0.0708 |
| logic | 0.000000156 | 0.156 | 0 | 0 |
-- layer usage --
metal / wire length [µm] / vias to the layer above / GRT usage
met2: 350 / 11 / 0.0377
met4: 11 / 0 / 0.00352
li1: - / 170 / -
met5: 0 / - / 0
met1: 543 / 161 / 0.0485
met3: 55 / 2 / 0.0159
-- layout make-up --
| type | instances | area [µm²] |
|---|---|---|
| sequential | 9 | 183 |
| timing repair buffer | 20 | 175 |
| inverter | 2 | 7.51 |
| multi-input combinational | 25 | 179 |
| clock inverter | 1 | 5.00 |
| clock buffer | 3 | 22.5 |
| fill | 404 | 2790 |
| tap | 46 | 57.6 |
-- critical path: cells and delay by family (launching register included) --
kind          cells  cell delay (ps)
buf+inv           1              170
simple gates      2              540
flops             1              320
-- worst max path at each step --
stage	start	to	slack, ps	cells after the start
4_1_cts	data[3]$_SDFF_PN0_	overflow	20	3
5_1_grt	data[6]$_SDFF_PN0_	overflow	9	3
6_report	data[6]$_SDFF_PN0_	overflow	70	3
-- kinds of logic after synthesis --
| family | count (synthesis) | synth area share |
|---|---|---|
| buffers and inverters | 2 | 0.0208 |
| adder cells (fa/ha/maj) | 2 | 0.0694 |
| flip-flops | 9 | 0.500 |
| XOR/XNOR | 7 | 0.170 |
| AND/OR/NAND/NOR | 16 | 0.240 |
-- cell usage in the layout, fill, tap and decap left out --
master / count
and3_1: 1
dfxtp_1: 7
and4b_2: 1
ha_1: 2
clkinv_2: 1
buf_4: 10
clkbuf_4: 3
xnor2_1: 5
nand4_1: 2
nor4_2: 1
nor2b_1: 1
inv_1: 2
clkdlybuf4s15_1: 1
xor2_1: 2
dfxtp_2: 2
nand3_1: 5
clkdlybuf4s50_1: 9
nor2_1: 5
-- repair_timing --
action	CTS	global route
hold endpoints to repair	0	0
endpoints found under the setup margin	1	1
setup buffers	1	1
hold buffers	0	0
pin swaps	2	2
resized	3	2
No activity file was given, so power comes from the tool's default toggle rates.
