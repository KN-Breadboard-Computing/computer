$ cat flow/run.sh
#!/bin/bash
# OpenROAD 26Q1-2900-gdf79404cd8, Yosys 0.63+post, stock flow scripts
make -C /OpenROAD-flow-scripts/flow DESIGN_CONFIG=/design/flow/config.mk WORK_HOME=/design/flow/orfs finish
$ cat flow/config.mk
export PLATFORM = sky130hd
export DESIGN_NAME = shift_reg
export DESIGN_NICKNAME = shift_reg
export VERILOG_FILES = /design/flow/design.v
export SDC_FILE = /design/flow/constraint.sdc
export NUM_CORES = 4
export LEC_CHECK = 1
export CORE_AREA = 10 10 70 70
export DIE_AREA = 0 0 80 80
$ cat flow/constraint.sdc
current_design shift_reg

set clk_period 1.3
set clk_io_pct 0.2

create_clock -name clk0 -period $clk_period [get_ports {clk}]

set non_clock_inputs [all_inputs -no_clocks]
set_input_delay [expr $clk_period * $clk_io_pct] -clock clk0 $non_clock_inputs
set_output_delay [expr $clk_period * $clk_io_pct] -clock clk0 [all_outputs]
$ cat flow/design.v
module shift_reg (
    input wire clk,
    input wire [7:0] data_in,
    input wire data_in_enable,
    input wire shift_enable,
    output wire data_out
);
reg [7:0] register;
assign data_out = register[7];
always_ff @(posedge clk) begin
    if (shift_enable) begin
        register <= {register[6:0], 1'b0};
    end
    if (data_in_enable) begin
        register <= data_in;
    end
end
endmodule
==> flow_summary_export.csv <==
group,metric,value,unit
status,status,"finished clean",
setup_path,cp_top_family,"buffers and inverters",
place,dp.cells,75,
timing,grt_setup_unrepaired,"false",
synthesis,edf_count,8,
floorplan,die_y,80,um
timing,layout_min_cycle_time,1210,ps
routing,drc,0,
synthesis,synth_top_area_share,0.649,
final_layout,largest_reg_flops,8,
global_routing,grt_use_total,0.0232,
routing,wire_per_inst,8.60,um
setup_path,crit_fanout,9,
timing,hold_viol_final,0,
floorplan,row_count,21,
setup_path,r2r_end,"register[2]",
timing,tightest_slew,120,ps
final_layout,stdcell_count,78,
synthesis,common_cells,"edfxtp_1 (8), mux2_4 (7), and2_2 (1), buf_6 (1), or2_1 (1)",
routing,drtAntennaViolNets,0,
timing,final.setup.tns,0,ps
timing,setup_viol,0,
final_layout,areaGrowthSynthToFinish,54.1,%
clocking,cts_tree,"built",
clocking,cts-buffers-inserted,3,
routing,first_pass_iters,3,
global_routing,antenna_found_initial,0,
worst_hold_path,hold_end,"register[5]",
global_routing,grt_pass1_wl,1070,um
routing,diodes,0,
final_layout,top_register,"register",
global_routing,grt_max_degree,10,
synthesis,top_cell,"edfxtp_1",
routing,via_per_inst,2.63,
setup_path,cp.required,1300,ps
pwr,power_density,1050,nW/um^2
clocking,clkLatencyLatePin,250,ps
floorplan,die_w,80,um
setup_path,timing.setup.critical_path_class,"in -> reg",
setup_path,crit_arrival,1210,ps
worst_hold_path,hp-class,"reg -> reg",
clocking,clk_pin_slew_worst_paths,50,ps
synthesis,syn_avg_cell_area,20.6,um^2
synthesis,synth_seq_share,0.649,
synthesis,syn_area,370,um^2
place,dpl_worst_slack,-283,ps
pwr,p_leak,0.214,nW
floorplan,pin_count,12,
synthesis,ys_warn_count,1,
flow_run,warnings,25,
routing,num_vias,205,
worst_hold_path,hp-start,"register[4]",
synthesis,ys_async_sr_fraction,0,
floorplan,die_area,6400,um^2
synthesis,synth_area_leader_cell,"edfxtp_1",
setup_path,reg2regPathDepth,1,
setup_path,path_buffers,2,
pwr,peakVddDrop,0.362,mV
setup_path,cp_slowest_cell,"clkdlybuf4s50_1",
synthesis,area_leaders,"edfxtp_1 (65%), mux2_4 (28%), buf_6 (3.0%), and2_2 (2.0%), or2_1 (1.7%)",
timing,drv_slew,0,
synthesis,syn_inst,18,
routing,drt_iter0_markers,1,
synthesis,ys.flops,8,
place,port-buffer-count,11,
timing,max_slew_margin,0.920,
timing,max_freq,825,MHz
final_layout,drive_gt1_frac,0.406,
clocking,clockBufferDepth,2,
synthesis,synth_cell_types,5,
timing,period_used_share,0.933,
routing,drt_wl_total,671,um
clocking,cts-root-buf,"clkbuf_4",
setup_path,worstSetupStartpointType,"primary input",
floorplan,fp_util,0.108,
final_layout,biggestRegsByFlops,"register x8",
global_routing,grt_pass1_vias,215,
setup_path,cpPeakStageDelay,500,ps
setup_path,crit_path_end_kind,"register",
synthesis,ys.flop_type,"edfxtp_1",
timing,clock_skew,5.05,ps
global_routing,grt_overflow_total,0,
setup_path,r2r_slack,420,ps
setup_path,worstReg2RegStart,"register[1]",
synthesis,yosysCellCount,18,
clocking,cts_sinks,8,
place,place.gp.congestion,0.601,
clocking,cts-htree-levels,1,
timing,timing.final.ws_setup,87.3,ps
worst_hold_path,hold_depth,1,
synthesis,ys_chip_area,370,um^2
floorplan,core_area,3420,um^2
flow_run,drv_cap,0,
setup_path,crit_chain,"clkdlybuf4s50_1, buf_12, mux2_4",
final_layout,final_core_util,0.167,
[worst max-delay path by stage]
stage,endpoint,depth (start not counted),slack [ps],startpoint
after global routing,register[7],3,80,data_in_enable
final,register[7],3,90,data_in_enable
after CTS,register[7],3,90,data_in_enable
[per-layer routing]
layer / vias to the layer above / share of wire / global-route usage
met5: - / 0 / 0
met4: 0 / 0.010 / 0.00176
met3: 2 / 0.20 / 0.0273
met2: 14 / 0.33 / 0.0241
met1: 91 / 0.46 / 0.0303
li1: 98 / - / -
[repair_timing]
| action | CTS | global route |
|---|---|---|
| resized | 2 | 0 |
| setup endpoints to repair | 9 | 0 |
| hold buffers | 0 | 0 |
| buffers inserted | 0 | 0 |
[cell usage in the layout, fill, tap and decap left out, drive strengths merged]
| cell type | instances |
|---|---|
| buf | 1 |
| dlygate4sd2 | 1 |
| edfxtp | 8 |
| and2 | 1 |
| clkbuf | 3 |
| mux2 | 7 |
| or2 | 1 |
| clkdlybuf4s50 | 10 |
[through the flow]
stage                     instance area [um^2]  total power, mW  hold WS, ps
final                                      571            0.598          547
after global routing                       571            0.629          573
after CTS                                  571            0.609          551
after detailed placement                   547            0.423          537
after global placement                     547            0.421          530
after floorplan                            370            0.375          477
[area by class of cell]
type	count	area, um^2
clock buffers	3	22.5
repair buffers	12	129
well taps	46	57.6
multi-input cells	9	121
flip-flops and latches	8	240
fillers	384	2850
[cells by family (layout without fill, tap and decap cells)]
group,Yosys count,in the layout,synth area share
flip-flops,8,8,0.649
multiplexers,7,7,0.284
AND/OR/NAND/NOR,2,2,0.0372
buffers and inverters,1,15,0.0304
[power by group]
| part | leakage (nW) | switching [mW] | internal (mW) | total [mW] |
|---|---|---|---|---|
| sequential | 0.0822 | 0.00608 | 0.317 | 0.323 |
| clock | 0.0138 | 0.0771 | 0.105 | 0.182 |
| combinational | 0.118 | 0.0224 | 0.0704 | 0.0927 |
| total | 0.214 | 0.105 | 0.493 | 0.598 |
No activity file was given, so power comes from the tool's default toggle rates.
